File: flow/config.mk
export PLATFORM = sky130hd
export DESIGN_NAME = FALC56_WB_TYPE2
export DESIGN_NICKNAME = FALC56_WB_TYPE2
export VERILOG_FILES = /design/flow/design.v
export SDC_FILE = /design/flow/constraint.sdc
export NUM_CORES = 4
export LEC_CHECK = 1
export CORE_UTILIZATION = 40
File: flow/constraint.sdc
current_design FALC56_WB_TYPE2

set clk_period 10.9
set clk_io_pct 0.2

create_clock -name clk0 -period $clk_period [get_ports {PHY_CLK33_I}]

set non_clock_inputs [all_inputs -no_clocks]
set_input_delay [expr $clk_period * $clk_io_pct] -clock clk0 $non_clock_inputs
set_output_delay [expr $clk_period * $clk_io_pct] -clock clk0 [all_outputs]
File: flow/design.v
`timescale 1ns / 1ps
module FALC56_WB_TYPE2(
	input PHY_CLK33_I,
	input PHY_RSTn_I,
	input      [31:0]  WB_ADD_I,
	output reg [31:0]  WB_DATA_O = 0,
	input      [31:0]  WB_DATA_I,
	output reg WB_ACK_O = 0,
	output reg WB_VALID_O = 0,
	input WB_STB_I,
	input WB_WE_I,
	output reg F56_WB_REQ_O = 0,
	input      F56_WB_GNT_I,
	input       [7:0] F56_BADD_I,
	output reg  [7:0] F56_BADD_O = 0,
	output reg        F56_BADD_DIR_O = 0,
	output reg 		  F56_ALE_O = 0,
	output reg 		  F56_RDn_O = 1,
	output reg 		  F56_WRn_O = 1,
	output reg 	[1:0] F56_CSn_O = 2'b11,
	output reg		  F56_RSTn_O = 1,
	input       [1:0] F56_INT_I 
    );
	reg WRITE_FLAG = 0;
	reg READ_FLAG  = 0;
	reg WRITE_END = 0;
	reg READ_END = 0;
	reg [7:0]  REG_ADD = 0;
	reg [1:0] CHIP_SEL = 0;
	reg [7:0] REG_READ_DATA = 0;
	reg [7:0] REG_WRITE_DATA = 0;
	reg DEBUG_MODE = 0;
	localparam START_T2 = 0;
	localparam WAITE_T2 = 1;
	localparam END_T2   = 2;
	reg [1:0] WB_TYPE2_STATE = START_T2;
	reg [31:0] GNT_CAPTURE = 0;
	reg [31:0] REQ_CAPTURE = 0;
	reg [31:0] ALE_CAPTURE = 0;
	reg [31:0] BADD_DIR_CAPTURE = 0;
	reg [31:0] RDn_CAPTURE = 0;
	reg [31:0] WRn_CAPTURE = 0;
	reg [31:0] Csn0_CAPTURE = 0;
	reg [31:0] Csn1_CAPTURE = 0;
	reg [7:0] DATA_CAP[31:0];
	reg [4:0] readVector = 0;
always @(posedge PHY_CLK33_I)
		begin
			if(PHY_RSTn_I == 0)
				begin
					WB_DATA_O =      0;
					WB_ACK_O =       0;
					WB_VALID_O =     0;
				    WRITE_FLAG =     0;
				    READ_FLAG  =     0;
					CHIP_SEL =       0;
					REG_WRITE_DATA = 0;
					WB_TYPE2_STATE = START_T2;
				end
			else if (WB_STB_I == 0)
				begin
					WB_DATA_O =      0;
					WB_ACK_O =       0;
					WB_VALID_O =     0;
					WRITE_FLAG =     0;
					READ_FLAG  =     0;
					REG_WRITE_DATA = 0; 
					CHIP_SEL =       0;
					WB_TYPE2_STATE = START_T2;
				end
			else 
				begin
					READ_FLAG =  0;
					WRITE_FLAG = 0;
					DEBUG_MODE = WB_ADD_I[11]; 
					if (DEBUG_MODE == 0)
						begin
							if (WB_WE_I == 0)
								begin
									case (WB_TYPE2_STATE)
										START_T2 : 
											begin
											 REG_ADD[7:0] = WB_ADD_I[9:2];
											 READ_FLAG = 1;
											 if (WB_ADD_I[10] == 0)
												CHIP_SEL[0] = 1;
											 else
												CHIP_SEL[1] = 1;
											 WB_TYPE2_STATE = WAITE_T2;
											end
										WAITE_T2 :
											begin
												if (READ_END == 1)
													begin
														WB_DATA_O[7:0] = REG_READ_DATA[7:0];
														WB_DATA_O[31:8] = 0;
														WB_TYPE2_STATE = END_T2;
														WB_VALID_O = 1;
													end
											end
										END_T2 : 
											;
									endcase
								end
							else
								begin
									case(WB_TYPE2_STATE)
									START_T2 : 
										begin
											REG_ADD[7:0] = WB_ADD_I[9:2];
											WRITE_FLAG = 1;
											if (WB_ADD_I[10] == 0)
												CHIP_SEL[0] = 1;
											else
												CHIP_SEL[1] = 1;
											REG_WRITE_DATA[7:0] = WB_DATA_I[7:0];
											WB_TYPE2_STATE = WAITE_T2;
										end
									WAITE_T2 :
										begin
											if (WRITE_END == 1)
												begin
													WB_ACK_O = 1;
													WB_TYPE2_STATE = END_T2;
												end
										end
									END_T2 : 
										;
									endcase
								end
							end
						else
							begin
								if (WB_WE_I == 0)
									begin
										case (WB_ADD_I[10:2])
											1 :
												WB_DATA_O = GNT_CAPTURE;
											2:
												WB_DATA_O = REQ_CAPTURE;
											3 : 
												WB_DATA_O = ALE_CAPTURE;
											4 :
												WB_DATA_O = BADD_DIR_CAPTURE;
											5 :
												WB_DATA_O = RDn_CAPTURE;
											6 :
												WB_DATA_O = WRn_CAPTURE;
											7 :
												WB_DATA_O = Csn0_CAPTURE;
											8:
												WB_DATA_O = Csn1_CAPTURE;
											9 :
												begin
													WB_DATA_O = DATA_CAP[readVector];
													readVector = readVector + 1;
												end
											10 : 
													WB_DATA_O = readVector;
											11 :  
												WB_DATA_O = 32'haabb_cc_dd;
											default :
													WB_DATA_O = 0;
										endcase
										WB_VALID_O = 1;
									end
								else
									begin
										case (WB_ADD_I[10:2])
										10 :
											begin
												readVector = WB_DATA_I;
											end
										endcase
										WB_ACK_O = 1;
									end							
							end
				end
			end
		localparam IDLE = 0;
		localparam RAED_BUS_WAIT = 1;
	    localparam WRITE_BUS_WAIT = 2;
		localparam RAED_ADD_LATCH = 3;
		localparam WRITE_ADD_LATCH = 4;
		localparam READ_REG = 5;
		localparam WRITE_REG = 6;
		localparam WAIT = 7;
		localparam ADD_MAX_WAIT = 2;  
		localparam ADD_MAX_RW    = 2;  
		reg [3:0]  F56_TYPE2_STATE = IDLE;
		reg [2:0] ADD_WAIT = 0;
		reg [2:0] READ_WAIT = 0;
		reg [2:0] WRITE_WAIT = 0;
		always @(posedge PHY_CLK33_I)
			if (PHY_RSTn_I == 0)
				begin
					F56_BADD_O     = 0;
					F56_BADD_DIR_O = 0;
					F56_ALE_O = 0;
					F56_RDn_O = 1;
					F56_WRn_O = 1;
					F56_CSn_O = 2'b11;
					F56_RSTn_O = 1;
					WRITE_END = 0;
					READ_END = 0;
					F56_WB_REQ_O = 0;
					F56_TYPE2_STATE = IDLE; 
				end
			else
				begin
					if (WB_STB_I == 0)
						F56_TYPE2_STATE = IDLE;
					case (F56_TYPE2_STATE) 
						IDLE :
							begin
								F56_BADD_O     = 0;
								F56_BADD_DIR_O = 0;
								F56_ALE_O = 0;
								F56_RDn_O = 1;
								F56_WRn_O = 1;
								F56_CSn_O = 2'b11;
								ADD_WAIT = 0;
								READ_WAIT = 0;
								WRITE_WAIT = 0;
								WRITE_END = 0;
								READ_END = 0;
								F56_WB_REQ_O = 0;
								if (READ_FLAG == 1)
									begin
										F56_TYPE2_STATE = RAED_BUS_WAIT;
										F56_BADD_DIR_O = 1;
										F56_BADD_O = REG_ADD;
										F56_WB_REQ_O = 1;
									end
								else if (WRITE_FLAG == 1)
									begin
										F56_TYPE2_STATE = WRITE_BUS_WAIT;
										F56_BADD_DIR_O = 1;
										F56_BADD_O = REG_ADD;
										F56_WB_REQ_O = 1;
									end
							end
						RAED_BUS_WAIT :
							begin
								if (F56_WB_GNT_I == 1)
									F56_TYPE2_STATE = RAED_ADD_LATCH;
							end
						RAED_ADD_LATCH :
							begin
								F56_ALE_O = 1;
								if (ADD_WAIT == ADD_MAX_WAIT)
									begin
										F56_ALE_O = 0;
										if (CHIP_SEL[0] == 1)
											F56_CSn_O[0] = 0;
										else if (CHIP_SEL[1] == 1)
											F56_CSn_O[1] = 0;
										F56_TYPE2_STATE = READ_REG ;
										F56_BADD_DIR_O = 0;
									end
								ADD_WAIT = ADD_WAIT + 1;
							end
						READ_REG :
							begin
								F56_RDn_O = 0;
								if (READ_WAIT == ADD_MAX_RW)
										begin
											REG_READ_DATA[7:0] = F56_BADD_I[7:0];
											READ_END = 1;
											F56_TYPE2_STATE = IDLE;
											F56_RDn_O = 1;
										end
								READ_WAIT = READ_WAIT + 1;
							end
						WRITE_BUS_WAIT :
							begin
								if (F56_WB_GNT_I == 1)
									F56_TYPE2_STATE = WRITE_ADD_LATCH;
							end
						WRITE_ADD_LATCH :
							begin
								if(ADD_WAIT == 0)
									F56_ALE_O = 1;
								if (ADD_WAIT == ADD_MAX_WAIT)
									F56_ALE_O = 0;
								if (ADD_WAIT == ADD_MAX_WAIT+1)
									begin
										F56_BADD_O[7:0] = REG_WRITE_DATA[7:0];
										F56_TYPE2_STATE = WRITE_REG ;
									end
								ADD_WAIT = ADD_WAIT + 1;
							end
						WRITE_REG :
							begin
								F56_WRn_O = 0;
								if (WRITE_WAIT == 0)
									begin
										if (CHIP_SEL[0] == 1)
												F56_CSn_O[0] = 0;
										else if (CHIP_SEL[1] == 1)
												F56_CSn_O[1] = 0;
									end
								if (WRITE_WAIT == ADD_MAX_RW + 2)
									begin
										F56_TYPE2_STATE = IDLE;
										F56_CSn_O = 2'b11;
										WRITE_END = 1;
										F56_WRn_O = 1;
									end
								WRITE_WAIT = WRITE_WAIT + 1;
							end
					endcase
				end
		reg [5:0] reg_counter = 0;
		always @(posedge PHY_CLK33_I)
				begin
					if (PHY_RSTn_I == 0)
						begin
						    GNT_CAPTURE			= 0;
						    REQ_CAPTURE         = 0;
							ALE_CAPTURE      = 0;
			                BADD_DIR_CAPTURE = 0;
			                RDn_CAPTURE      = 0;
			                WRn_CAPTURE      = 0;
							Csn0_CAPTURE 	 = 0;
							Csn1_CAPTURE     = 0;
							reg_counter      = 0;
						end
					else
						begin
						   if (F56_TYPE2_STATE == IDLE && (READ_FLAG == 1 || WRITE_FLAG == 1))
								begin
									reg_counter = 0;
								end	
						   else if (reg_counter < 32)
								begin
									GNT_CAPTURE[reg_counter] =  F56_WB_GNT_I;
									REQ_CAPTURE[reg_counter] =  F56_WB_REQ_O;
									ALE_CAPTURE[reg_counter] =  F56_ALE_O;  
									BADD_DIR_CAPTURE[reg_counter] = F56_BADD_DIR_O;  
									RDn_CAPTURE[reg_counter] =      F56_RDn_O;   
									WRn_CAPTURE[reg_counter] =      F56_WRn_O;
									Csn0_CAPTURE[reg_counter] =     F56_CSn_O[0];
									Csn1_CAPTURE[reg_counter] =     F56_CSn_O[1];
									DATA_CAP[reg_counter] = F56_BADD_I;
									reg_counter = reg_counter + 1; 
								end
							else
								reg_counter = reg_counter;
						end
				end         
endmodule
File: flow/run.sh
#!/bin/bash
# OpenROAD 26Q1-2900-gdf79404cd8, Yosys 0.63+post, stock flow scripts
make -C /OpenROAD-flow-scripts/flow DESIGN_CONFIG=/design/flow/config.mk WORK_HOME=/design/flow/orfs finish
==> reports/metrics.cfg <==
[run_status]
run_status=finished, final reports clean

[final_layout]
lay_top_cells=dfxtp_1 (331), nand2_1 (296), edfxtp_1 (286), o21ai_0 (193), nor2_1 (126)
layout_top_cell=dfxtp_1
final_area_mm2=0.0290
fin_cells=3074
drive_gt1_share_pct=14.0
area_delta_synth_final_pct=14.7

[critical_path]
cp_data_arrival_time_ns=5.32
required_ns=11.39
critPathKind=input pin to flip-flop
crit_buf_inv=1
path_cells=clkdlybuf4s50_1 -> nand3b_1 -> nor3_1 -> a31oi_1 -> nand2_1 -> a2111oi_0 -> o21ai_0
cp_max_fo=13
critPathCaptureType=flip-flop
cp_slowest_stage_delay_ns=0.99
path_delay_family=AND-OR/OR-AND gates
critPathLaunchType=input pin
cp_slowest_cell=clkdlybuf4s50_1

[run]
warning_count=82
drv_cap=0

[synthesis]
top_cell_area_share_pct=34.0
edf_count=286
ys_async_sr_fraction_pct=0
synth-seq-cells=617
ys_types=87
yosys_warnings=1
synth.avg_cell_area_um2=11.8
area_leaders=edfxtp_1 (34%), dfxtp_1 (26%), mux4_2 (6.4%)
synth-compound-area-share_pct=14.3
ys_cells=2141
syn_inst=2141
ys_sh_mux_pct=9.82
yosysTopAreaCell=edfxtp_1
ff_type=dfxtp_1
ys_seq_share_pct=60.2
ys_sh_simple_pct=11.5
adder_share_pct=0.743
xor_area_share_pct=0.416
yosys_area_mm2=0.0253
synth_area_mm2=0.0253
logic_family=AND-OR/OR-AND gates

[floorplanning]
core_area_mm2=0.0621
initCoreUtil_pct=40.7
die_area_mm2=0.0642
die_h_um=253
die_w_um=253
rows=91
io-pin-count=129

[cts]
cts-hold-fix-buffers=0
cts.sinks=617
numCtsBuffers=61
insertion_delay_ns=0.63
cts_tree=yes
cts_resized=0
cts_setup_buffers=0
path_clk_slew_ns=0.06
cts-root-buf=clkbuf_16
clockBufferDepth=3
h-tree-depth=2

[timing]
finalCriticalPeriod_ns=4.83
tns_ns=0
worstMarginPinSlew_ns=0.926
finalCritPeriodShare_pct=44.3
finalClockSkew_ns=0.0213
max_freq_ghz=0.207
whs_ns=0.448
rsz0062_at_grt=false
setup_violations=0
hold_viol_final=0
slew_headroom_pct=37.4
final_max_slew_viol_count=0

[pwr]
cellLeakagePower_nw=9.44
powerDensity_mw_per_mm2=170
peakVddDrop_mv=0.143
power_mw=4.93

[routing]
ant_nets=0
routed_wl_um=68800
vias=17500
route.detailed.wl_per_inst_um=22.4
vias_per_cell=5.68
drc=0
dr.pass1.iters=6
drtIter0Drc=1310
n_antenna_cell=0

[placement]
placed_area_mm2=0.0268
dp_cells=2959
place_congestion=0.919
io_buffers=79
dp_hpwl_um=44000

[global_route]
use_met3_pct=8.89
met1_usage_pct=33.7
grt_pass1_vias=17300
globalRouteMet2Util_pct=33.6
globalRouteOverflowTotal=0
grt_pass1_wl_um=105000
top_usage_layer=met1
track_usage_pct=23.1
antenna_found_initial=0
grt_max_degree=69

[hold_path]
hold_path_class=flip-flop to flip-flop

cell type report:
type	instances	area, um2
tap	837	1050
clock inverter	38	442
fill	5360	33100
sequential	617	15200
clock buffer	77	1690
timing repair buffer	137	1220
inverter	17	63.8
multi-input combinational	1351	9300
worst register-to-register path, delay by kind of cell, from the launching register on:
kind / cells / cell delay [ns]
compound gates: 1 / 0.11
fa+ha+maj: 1 / 0.32
buf+inv: 2 / 0.43
flops: 1 / 0.74
simple gates: 5 / 1.72
worst paths after layout:
kind,to,cells after the start,slack (ns),start
worst max-delay path,WB_DATA_O[3],7,6.07,WB_ADD_I[10]
worst min-delay path,BADD_DIR_CAPTURE[27],2,0.45,BADD_DIR_CAPTURE[27]
worst max register to register,BADD_DIR_CAPTURE[20],9,7.46,reg_counter[0]
worst min register to register,BADD_DIR_CAPTURE[27],2,0.45,BADD_DIR_CAPTURE[27]
state kept, by name, summed over array words and instances, names as in the netlist, 3 cells and up:
| register | cells |
|---|---|
| WRITE_WAIT | 3 |
| WB_DATA_O | 32 |
| readVector | 5 |
| WRn_CAPTURE | 32 |
| REQ_CAPTURE | 32 |
| F56_BADD_O | 8 |
| Csn0_CAPTURE | 32 |
| GNT_CAPTURE | 32 |
| REG_READ_DATA | 8 |
| Csn1_CAPTURE | 32 |
| REG_ADD | 8 |
| ALE_CAPTURE | 32 |
| BADD_DIR_CAPTURE | 32 |
| ADD_WAIT | 3 |
| reg_counter | 6 |
| RDn_CAPTURE | 32 |
| DATA_CAP | 256 |
| F56_TYPE2_STATE | 4 |
| READ_WAIT | 3 |
| REG_WRITE_DATA | 8 |
logic make-up after synthesis:
family          after synthesis
flops                       617
compound gates              538
fa+ha+maj                    15
buf+inv                     173
other cells                   1
xor+xnor                     12
mux                         153
simple gates                632
metal layers:
metal | share of wire, % | routed length, um
met1 | 41 | 28500
met2 | 45 | 30800
met3 | 10 | 7150
met4 | 3.4 | 2350
met5 | 0 | 0
per-stage QoR:
step	setup slack [ns]	utilization, %
floorplan	6.82	-
global placement	5.45	43.3
detailed placement	5.49	43.3
CTS	6.13	46.7
global route	5.96	46.7
finish	6.07	46.7
power by group:
part / leakage (nW) / switching (mW) / internal, mW / total (mW)
Clock: 1.04 / 0.883 / 1.33 / 2.21
Combinational: 3.14 / 0.192 / 0.0687 / 0.260
Sequential: 5.26 / 0.0179 / 2.45 / 2.46
Yosys cell counts, types with 7 or more instances:
master,n
a211oi_1,7
a311oi_1,10
nor3_1,10
o21ai_0,193
a41oi_1,7
buf_1,22
and2_1,8
inv_1,17
a31oi_1,12
clkbuf_1,75
a22oi_1,53
o21ai_1,64
and3_1,8
nand3_1,95
a21oi_1,57
nor2b_1,25
mux2i_1,42
dfxtp_1,331
a32o_1,21
edfxtp_1,286
o22ai_1,9
o221ai_1,11
nand2_1,296
a22o_1,21
a221oi_1,19
ha_1,15
nor2_1,126
mux4_2,72
buf_2,39
clkbuf_2,10
a31oi_4,11
mux2_2,39
No activity file was given, so power comes from the tool's default toggle rates.
