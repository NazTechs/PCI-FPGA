### /design/flow/constraint.sdc
current_design FLAC56_WB

set clk_period 18.4
set clk_io_pct 0.2

create_clock -name clk0 -period $clk_period [get_ports {PHY_CLK33_I}]

set non_clock_inputs [all_inputs -no_clocks]
set_input_delay [expr $clk_period * $clk_io_pct] -clock clk0 $non_clock_inputs
set_output_delay [expr $clk_period * $clk_io_pct] -clock clk0 [all_outputs]
### /design/flow/design.v
`timescale 1ns / 1ps
module FLAC56_WB(
	input PHY_CLK33_I,
	input PHY_RSTn_I,
	input      [31:0]  WB_ADD_I,
	output reg [31:0]  WB_DATA_O = 0,
	input      [31:0]  WB_DATA_I,
	output reg WB_ACK_O = 0,
	output reg WB_VALID_O = 0,
	input WB_STB_I,
	input WB_WE_I,
	output reg F56_WB_REQ_O = 0,
	input      F56_WB_GNT_I,
	input       [7:0] F56_BADD_I,
	output reg  [7:0] F56_BADD_O = 0,
	output reg        F56_BADD_DIR_O = 0,
	output reg 		  F56_ALE_O = 0,
	output reg 		  F56_RDn_O = 1,
	output reg 		  F56_WRn_O = 1,
	output reg 	[1:0] F56_CSn_O = 2'b11,
	output reg		  F56_RSTn_O = 1,
	input       [1:0] F56_INT_I 
    );
	reg [15:0] FL56_STATE = 0;
	reg [31:0] FL56_CMD   = 0;
	reg CMD_FLAG = 0;
	reg READ_DATA_FLAG = 0;
	reg [31:0] F56_READ = 0;
	reg [7:0] READ_COUNTER = 0;
	reg [7:0] WRITE_COUNTER = 0;
	reg [31:0] ALE_CAPTURE = 0;
	reg [31:0] BADD_DIR_CAPTURE = 0;
	reg [31:0] RDn_CAPTURE = 0;
	reg [31:0] WRn_CAPTURE = 0;
	reg [31:0] Csn0_CAPTURE = 0;
	reg [31:0] Csn1_CAPTURE = 0;
	reg [7:0] DATA_CAP[31:0];
	reg [4:0] readVector = 0;
	reg [31:0] GNT_CAPTURE = 0;
	reg [31:0] REQ_CAPTURE = 0;
	always @(posedge PHY_CLK33_I)
		begin
			if(PHY_RSTn_I == 0)
				begin
					WB_DATA_O = 0;
					WB_ACK_O = 0;
					WB_VALID_O = 0;
					CMD_FLAG = 0;
				end
			else if (WB_STB_I == 0)
				begin
					WB_DATA_O = 0;
					WB_ACK_O = 0;
					WB_VALID_O = 0;
					CMD_FLAG = 0;
				end
			else 
			begin
				CMD_FLAG = 0;
				READ_DATA_FLAG = 0;
				if (WB_WE_I == 0)  
					begin
						case (WB_ADD_I[11:2])
							0:
								begin
									WB_DATA_O = {FL56_STATE[15:0],WRITE_COUNTER[7:0],READ_COUNTER[7:0]};
								end
							1 : 
								begin
									WB_DATA_O[7:0] = F56_READ[7:0];
									WB_DATA_O[31:8] = 0;
									READ_DATA_FLAG = 1;
								end
							3 : 
								WB_DATA_O = ALE_CAPTURE;
							4 :
								WB_DATA_O = BADD_DIR_CAPTURE;
							5 :
								WB_DATA_O = RDn_CAPTURE;
							6 :
								WB_DATA_O = WRn_CAPTURE;
							7 :
								WB_DATA_O = Csn0_CAPTURE;
							8:
								WB_DATA_O = Csn1_CAPTURE;
							9 :
								begin
									WB_DATA_O = DATA_CAP[readVector];
									readVector = readVector + 1;
								end
							11 : 
								WB_DATA_O = GNT_CAPTURE;
							12 :
								WB_DATA_O = REQ_CAPTURE;
							default :
								WB_DATA_O = 0;
						endcase
						WB_VALID_O = 1;
					end
				else 
					begin
						case (WB_ADD_I[11:2])
							  2 :
								begin
								 FL56_CMD = WB_DATA_I;
								 CMD_FLAG = 1;
								end
							10 :
								begin
									readVector = WB_DATA_I;
								end
						endcase
						WB_ACK_O = 1;
					end
			end
		end
		localparam IDLE = 0;
		localparam READY = 1;
		localparam BUS_REQIURE = 2;
		localparam DECODE = 3;
		localparam ADD_LATCH = 4;
		localparam READ_REG = 5;
		localparam WRITE_REG = 6;
		reg [7:0] F56_REG_ADD = 0;
		reg [15:0] F56_REG_WDATA = 0;
		reg [7:0]  F56_REG_CMD   = 0;
		reg [3:0]  F56_STATE = IDLE;
		reg [2:0] ADD_WAIT = 0;
		reg [2:0] READ_WAIT = 0;
		reg [2:0] WRITE_WAIT = 0;
		reg TEST_CAP = 0;
		reg TEST_CAP1 = 0;
		reg TEST_CAP2 = 0;
		reg TEST_CAP3 = 0;
		reg TEST_CAP4 = 0;
		localparam ADD_MAX_WAIT = 3;  
		localparam ADD_MAX_RW    = 3;  
	always @(posedge PHY_CLK33_I)
			if (PHY_RSTn_I == 0)
				begin
					F56_BADD_O     = 0;
					F56_BADD_DIR_O = 0;
					F56_ALE_O = 0;
					F56_RDn_O = 1;
					F56_WRn_O = 1;
					F56_CSn_O = 2'b11;
					F56_RSTn_O = 1;
					F56_REG_ADD = 0;
					F56_REG_WDATA = 0;
					F56_REG_CMD  = 0;
					F56_READ = 0;
					FL56_STATE = 0;
					READ_COUNTER = 0;
					WRITE_COUNTER = 0;
					F56_WB_REQ_O = 0;
					F56_STATE = IDLE; 
				end
			else
				begin
					FL56_STATE[8] = F56_RSTn_O;
					if (READ_DATA_FLAG == 1)
						FL56_STATE[9] = 0;
					case (F56_STATE)
						IDLE : 
							begin
								TEST_CAP = ~TEST_CAP;
								FL56_STATE[7:0] = 8'h01;  
								F56_BADD_O     = 0;
								F56_BADD_DIR_O = 0;
								F56_ALE_O = 0;
								F56_RDn_O = 1;
								F56_WRn_O = 1;
								F56_CSn_O = 2'b11;
								ADD_WAIT = 0;
								READ_WAIT = 0;
								WRITE_WAIT = 0;
								F56_WB_REQ_O = 0;
								if (CMD_FLAG == 0)
									F56_STATE = READY;
							end
						READY :
							begin
								if (CMD_FLAG == 1)
									begin
										F56_STATE = BUS_REQIURE;
										F56_WB_REQ_O = 1;
									end
							end
						BUS_REQIURE :
							begin
								if (F56_WB_GNT_I == 1)
									F56_STATE = DECODE;
							end
						DECODE :
								begin
									TEST_CAP1 = ~TEST_CAP1;
									FL56_STATE[7:0] = 8'h02;  
									F56_REG_ADD [7:0] = FL56_CMD[23:16];
									F56_REG_WDATA[15:0] = FL56_CMD[15:0];
									F56_REG_CMD[7:0] = FL56_CMD[31:24];
									if (F56_REG_CMD[7] == 1)
										begin
											F56_STATE = IDLE;
											F56_RSTn_O = F56_REG_WDATA[0] ;
										end
									else if (F56_REG_CMD[2] == 1)
										begin
											F56_STATE = ADD_LATCH;
											F56_BADD_DIR_O = 1;
											F56_BADD_O = F56_REG_ADD;
										end
									else if (F56_REG_CMD[3] == 0)
										begin
											F56_STATE = READ_REG;
										end
									else
										begin
											F56_STATE = WRITE_REG;
											F56_BADD_DIR_O = 1;
										end
								end
						ADD_LATCH : 
							begin
								TEST_CAP2 = ~TEST_CAP2;
								FL56_STATE[7:0] = 8'h04;  
								F56_ALE_O = 1;
								if (ADD_WAIT == ADD_MAX_WAIT)
									begin
										F56_ALE_O = 0;
										if (F56_REG_CMD[3] == 0)
											begin
												F56_STATE = READ_REG;
												F56_BADD_DIR_O = 0;
											end
										else
											begin
												F56_STATE = WRITE_REG;
											end
									end
								ADD_WAIT = ADD_WAIT + 1;
							end
						READ_REG :
							begin
								TEST_CAP3 = ~TEST_CAP3;
								FL56_STATE[7:0] = 8'h08;  
								F56_RDn_O = 0;
								if (F56_REG_CMD[6] == 0)
									F56_CSn_O[0] = 0;
								else
									F56_CSn_O[1] = 0;
								if (READ_WAIT == ADD_MAX_RW)
									begin
										F56_READ[7:0] = F56_BADD_I[7:0];
										FL56_STATE[9] = 1;  
										F56_STATE = IDLE;
										READ_COUNTER = READ_COUNTER  + 1;
									end
								READ_WAIT = READ_WAIT + 1;
							end
						WRITE_REG :
							begin
								TEST_CAP4 = ~TEST_CAP4;
								FL56_STATE[7:0] = 8'h10;  
								F56_BADD_O[7:0] = F56_REG_WDATA[7:0];
								if (WRITE_WAIT == 1)
									begin
										F56_WRn_O = 0;
										if (F56_REG_CMD[6] == 0)
											F56_CSn_O[0] = 0;
										else
											F56_CSn_O[1] = 0;
									end
								if (WRITE_WAIT == ADD_MAX_RW + 1)
									begin
										F56_STATE = IDLE;
										WRITE_COUNTER = WRITE_COUNTER + 1;
									end
								WRITE_WAIT = WRITE_WAIT + 1;
							end			
					endcase
				end	
		reg [5:0] reg_counter = 0;
		always @(posedge PHY_CLK33_I)
				begin
					if (PHY_RSTn_I == 0)
						begin
							ALE_CAPTURE      = 0;
			                BADD_DIR_CAPTURE = 0;
			                RDn_CAPTURE      = 0;
			                WRn_CAPTURE      = 0;
							Csn0_CAPTURE 	 = 0;
							Csn1_CAPTURE     = 0;
							reg_counter      = 0;
							GNT_CAPTURE			= 0;
						    REQ_CAPTURE         = 0;
						end
					else
						begin
						   if (F56_STATE == READY && CMD_FLAG == 1)
								begin
									reg_counter = 0;
								end	
						   else if (reg_counter < 32)
								begin
									GNT_CAPTURE[reg_counter] =  F56_WB_GNT_I;
									REQ_CAPTURE[reg_counter] =  F56_WB_REQ_O;
									ALE_CAPTURE[reg_counter] =        F56_ALE_O;    
									BADD_DIR_CAPTURE[reg_counter] = F56_BADD_DIR_O;  
									RDn_CAPTURE[reg_counter] =      F56_RDn_O;   
									WRn_CAPTURE[reg_counter] =      F56_WRn_O;
									Csn0_CAPTURE[reg_counter] =     F56_CSn_O[0];
									Csn1_CAPTURE[reg_counter] =     F56_CSn_O[1];
									DATA_CAP[reg_counter] = F56_BADD_I;
									reg_counter = reg_counter + 1; 
								end
							else
								reg_counter = reg_counter;
						end
				end         
endmodule   
### /design/flow/run.sh
#!/bin/bash
# OpenROAD 26Q1-2900-gdf79404cd8, Yosys 0.63+post, stock flow scripts
make -C /OpenROAD-flow-scripts/flow DESIGN_CONFIG=/design/flow/config.mk WORK_HOME=/design/flow/orfs finish
### /design/flow/config.mk
export PLATFORM = sky130hd
export DESIGN_NAME = FLAC56_WB
export DESIGN_NICKNAME = FLAC56_WB
export VERILOG_FILES = /design/flow/design.v
export SDC_FILE = /design/flow/constraint.sdc
export NUM_CORES = 4
export LEC_CHECK = 1
export CORE_UTILIZATION = 40
==> Changelog: implementation <==
### Changed

* Clk buf depth at 3
* Late-Pin Clk Latency at 0.61 ns
* Final setup fails at 0
* Initial DRC Count at 1284
* Post-cts sizing count at 0
* Final routed DRC violation total at 0
* Worst-path clk slew at 0.06 ns
* Crit path buffers/inverters at 3
* Fraction of layout cells with a size suffix above 1 at 0.119
* Hold depth at 2
* Worst EP arrival at 7.44 ns
* Rel. slew slack at 0.319
* Yosys stat chip area at 26900 um2
* DIE AREA at 68300 um2
* Final Instance Area at roughly 31000 um2
* First-pass GRT wire length at 120000 um
* Max Cap Violations at 0
* Reg2reg end: GNT_CAPTURE[8]
* Final min period at 6.91 ns
* Comb gate area at about 10000 um2
* DR vias at around 20000
* N_diodes at 0
* HPWL after detailed placement at 51100 um
* Unrepaired setup endpoints after global routing: no
* # IOs at 129
* Fmax at 0.145 GHz
* Reg2Reg Depth at 8
* Mean area per synthesized cell at 11.4 um2
* Clk sink count at 648
* Cell type with the largest total area: edfxtp_1
* R2r startpoint: reg_counter[0]
* Placer Congestion at ~0.92
* Slowest stage delay, CP at roughly 0.75 ns
* Largest net degree at the start of global routing at between 70 and 80
* Critical path type: in2reg
* Type of origin of the critical path: input port
* Post-route setup TNS at 0 ns
* LEAKAGE at 10.2 nW
* Biggest area cells: edfxtp_1 (32%), dfxtp_1 (27%), mux4_2 (5.7%)
* H-tree depth at 3
* Cts hold-fix bufs at 0
* Crit path max fanout at 23
* Slew Viols, Final at 0
* Die extent in y at 261 um
* CP Capture Type: register
* Cells after synthesis at 2369
* Post-layout period usage at 0.376
* Family with the most delay on the worst path: simple AND/OR/NAND/NOR gates
* Via density at approximately 5.8
* Critical path's most frequent cell: buf_4
* Area leader share at 0.325
* Die Wd at roughly 260 um
* FP Util at 0.407
* Ys flop type: dfxtp_1
* Yosys stat cell total at 2369
* Pwr dens at 98.3 nW/um2
* Synth top cells by count: dfxtp_1 (357), nand2_1 (308), edfxtp_1 (291)
* CTS Root Cell: clkbuf_16
* Initial antenna violation count at 3
* Placed standard-cell area at 28800 um2
* Slew @ Worst Pin at 1.02 ns
* Peak supply drop at 62.6 uV
* Final hold vios at 0
* Post-synth EDFFs at 291
* Post-synth regs at 648
* CP max-delay cell: nor2b_1
* Hold Path End: ALE_CAPTURE[11]
* R2r setup slk at around 15 ns
* Crit path required time at 18.93 ns
* Register share after synthesis at 0.590
* Hold path start: ALE_CAPTURE[11]
* TritonCTS buffer count at just under 70
* Layout fillers at 5760
* Area grow syn2layout at 14.9%
* Post-CTS Setup Bufs at 0
* Num rows at 94
* Placed insts at about 3200
* Vias in the first global route at around 19000
* Yosys warning count at 1
* Reg area at 15900 um2
* Total chip power at 3.04 mW
* All-Layer GR Usage at 0.251
* Overflow after GRT at 0
* Tool warnings at just under 70
* Port bufs at ~90
* Hold Path Class: reg2reg
* WL per Instance at around 24 um
* Yosys cell types at 86
* Layout Cells excl Fill at roughly 3400
* Clock tree from TritonCTS: yes
* Final WL at between 70000 and 80000 um
* Status: complete, no violations
* DRT Pass-1 Iters at 8
* Clk_skew at just under 0.03 ns
* Core Box Area at ~66000 um2
* Critical path cell sequence: clkdlybuf4s50_1 -> buf_4 -> nor2b_1 -> buf_4 -> nand2_1 -> nor2_2 -> a221oi_1 -> a21oi_1 -> a21o_1
* Asr flop ratio synth at 0
* Post-DRT Antenna Nets at 0
* Most frequent cell after synthesis: dfxtp_1
* Synth Cell Area at 26900 um2
## worst reg2reg max path, cell delays in order, from the launching register on
cell and delay (ns):
dfxtp_1 0.70, inv_1 0.20, ha_1 0.34, or4b_4 0.26
a21oi_2 0.11, nor3_1 0.75, nand3_1 0.63, nand3_1 0.24
o21ai_0 0.11
## metal layers
metal	GRT usage	routed length [um]	up-vias
li1	-	-	8936
met1	0.357	32100	9458
met2	0.362	35200	983
met3	0.107	9250	199
met4	0.0819	3310	8
met5	0.00556	80	-
## logic make-up (layout without fill, tap and decap cells)
logic type | count (synthesis) | count (layout) | synth area share
XOR/XNOR | 22 | 22 | 0.00716
flip-flops | 648 | 648 | 0.590
AND/OR/NAND/NOR | 768 | 768 | 0.128
adder cells (fa/ha/maj) | 17 | 17 | 0.00781
AND-OR/OR-AND | 552 | 552 | 0.135
multiplexers | 181 | 181 | 0.102
buffers and inverters | 181 | 301 | 0.0301
## metrics by stage
step / setup slack [ns] / utilization / hold WS, ns
detailed placement: 11.06 / 0.434 / 0.442
global route: 11.47 / 0.467 / 0.465
floorplan: 12.45 / - / 0.401
global placement: 11.05 / 0.434 / 0.432
finish: 11.49 / 0.467 / 0.451
CTS: 11.66 / 0.467 / 0.456
## power breakdown
group	internal, mW	total [mW]	switching [mW]
registers	1.52	1.53	0.0101
clock network	0.794	1.34	0.550
logic	0.0483	0.168	0.120
total	2.36	3.04	0.680
## final cells by class
class | instances | share of cell area
Inverter | 21 | 0.00271
Multi-Input combinational cell | 1540 | 0.332
Clock inverter | 19 | 0.00546
Timing Repair Buffer | 162 | 0.0464
Clock buffer | 99 | 0.0647
Tap cell | 864 | 0.0350
Sequential cell | 648 | 0.514
## state kept, by name, summed over array words and instances (netlist names), 20 cells and up
name and cells:
Csn0_CAPTURE 32, WRn_CAPTURE 32, GNT_CAPTURE 32, Csn1_CAPTURE 32, ALE_CAPTURE 32, DATA_CAP 256, WB_DATA_O 32, RDn_CAPTURE 32
REQ_CAPTURE 32, FL56_CMD 20, BADD_DIR_CAPTURE 32
## how the worst max path moves through the flow
stage	startpoint	to	slack, ns	cells after the start
global route	WB_ADD_I[2]	WB_DATA_O[17]	11.47	9
finish	WB_ADD_I[2]	WB_DATA_O[17]	11.49	9
CTS	WB_ADD_I[2]	WB_DATA_O[17]	11.66	9
## cell usage in the layout (no fill, tap or decap), types with 19 or more instances in the layout
master and count:
o2bb2ai_1 31, mux4_2 68, mux2_2 22, clkdlybuf4s50_1 89, nand2_1 308, mux2i_1 87
a22oi_1 75, o22ai_1 42, nand3_1 106, nor2_1 226, o21ai_0 111, a211oi_1 22
buf_4 72, edfxtp_1 291, dfxtp_1 357, inv_1 19, clkbuf_16 71, nor2b_1 22
a21oi_1 143
No activity file was given, so power comes from the tool's default toggle rates.
